$ cat flow/design.v
module PacketGenerator(
    input logic clk,
    input logic rst,
    input logic src_valid,
    input logic [12:0] pkt_in, 
    output logic [12:0] packet,
    output logic packet_valid
);
    logic [12:0] internal_packet;
    always_ff @(posedge clk or posedge rst) begin
        if (rst) begin
            internal_packet <= 13'b0;
            packet_valid <=0;
        end else begin
            if (src_valid) begin
                internal_packet <= pkt_in; 
                packet_valid <= 1;
            end
            else begin
                internal_packet <= 0;
                packet_valid <=0;
            end
        end
    end
    assign packet = internal_packet;
endmodule
$ cat flow/config.mk
export PLATFORM = sky130hd
export DESIGN_NAME = PacketGenerator
export DESIGN_NICKNAME = PacketGenerator
export VERILOG_FILES = /design/flow/design.v
export SDC_FILE = /design/flow/constraint.sdc
export NUM_CORES = 4
export LEC_CHECK = 1
export CORE_AREA = 10 10 80 80
export DIE_AREA = 0 0 90 90
$ cat flow/run.sh
#!/bin/bash
# OpenROAD 26Q1-2900-gdf79404cd8, Yosys 0.63+post, stock flow scripts
make -C /OpenROAD-flow-scripts/flow DESIGN_CONFIG=/design/flow/config.mk WORK_HOME=/design/flow/orfs finish
$ cat flow/constraint.sdc
current_design PacketGenerator

set clk_period 1.0
set clk_io_pct 0.2

create_clock -name clk0 -period $clk_period [get_ports {clk}]

set non_clock_inputs [all_inputs -no_clocks]
set_input_delay [expr $clk_period * $clk_io_pct] -clock clk0 $non_clock_inputs
set_output_delay [expr $clk_period * $clk_io_pct] -clock clk0 [all_outputs]
==> results_dict.tcl <==
# place-and-route summary
set metrics [dict create \
    place_ws_ns -0.0637 \
    vias 316 \
    fin_hold_ws_ns 0.273 \
    critical_path_class "flop to output port" \
    antenna_found_initial 0 \
    insertedDiodeCount 0 \
    p_comb_frac 0.110 \
    power.internal_mw 1.05 \
    min_period_ns 0.972 \
    synth_area_um2 458 \
    pwr-share-seq 0.477 \
    cp_top_family "flip-flops" \
    avgRoutedWirePerCell_um 10.5 \
    core-area_um2 4720 \
    rsz0062_at_grt "no" \
    warning_count 25 \
    synthCells 29 \
    post_route_cells_drive_above_1_share 0.349 \
    setup-violations-final 0 \
    ys_warn_count 1 \
    finalCritPeriodShare 0.972 \
    fp_util 0.0970 \
    drtIter0Drc 16 \
    power_switching_mw 0.220 \
    tns_ns 0 \
    crit_start "internal_packet[1]" \
    cp.required_ns 0.80 \
    slew_viol_final 0 \
    crit_path_max_incr_delay_ns 0.36 \
    start_kind "flop" \
    cts_tree "done" \
    avgSynthCellArea_um2 15.8 \
    num_io_pins 30 \
    grt_pass1_wl_mm 2.11 \
    finalNonFillerCells 130 \
    p_sw_frac 0.174 \
    grt_use_total 0.0337 \
    yosys_area_um2 458 \
    power.density_nw_per_um2 1460 \
    critPathMaxFanout 1 \
    yosysCellCount 29 \
    power.share.clock 0.412 \
    hp-class "primary input to async pin" \
    max-vdd-ir-drop_mv 0.387 \
    numClockSinks 14 \
    grt_max_degree 15 \
    via_per_inst 2.43 \
    finalHoldViolations 0 \
    cts_root_buf "clkbuf_8" \
    chip_area_um2 8100 \
    crit_chain "clkdlybuf4s15_1" \
    fin_ws_ns 0.0277 \
    status "finished, final reports clean" \
    postLayoutCoreUtil 0.184 \
    max-slew-margin-rel 0.932 \
    max_freq_ghz 1.03 \
    routabilityCongestion 0.727 \
    clkSlewWorstSetupHoldPaths_ns 0.05 \
    ctsHtreeMaxLevel 1 \
    cts_buffers 3 \
    place_inst 126 \
    leakage_nw 0.390 \
    end_kind "output port" \
    ys_seq_share 0.765 \
    cts_setup_buffers 0 \
    grt_pass1_vias 373 \
    synthToLayoutAreaGrowth_pct 89.6 \
    num_rows 25 \
    crit_buf_inv 1 \
    ys_seq_elements 14 \
    cap_violations 0 \
    die_x_um 90 \
    postRouteAntennaNets 0 \
    port_buffers 29 \
    cts_buffer_depth 2 \
    drc_errors 0 \
    grt_remaining_overflow 0 \
    die_y_um 90 \
    dpl.hpwl_mm 1.20 \
    arrival_ns 0.77 \
    worstMarginPinSlew_ns 0.103 \
    synth_cell_types 5 \
    first_pass_iters 2 \
    routed_wl_mm 1.37 \
    crit_slowest_cell "dfrtp_1" \
]
-- routing by layer --
metal  share of wire  GRT usage  vias to the layer above  routed length (um)
met5               0          0                        -                   0
met3            0.11     0.0226                        4                 147
met2            0.51     0.0581                       18                 698
met4           0.021    0.00928                        0                  29
met1            0.36     0.0319                      142                 491
li1                -          -                      152                   -
-- sequential cells by signal, indices dropped and copies added (netlist names) --
register         cells
internal_packet     13
packet_valid         1
-- power groups by stage --
stage     clock, mW  combinational [mW]  sequential, mW
4_1_cts       0.534               0.152           0.605
5_1_grt       0.558               0.155           0.607
6_report      0.522               0.140           0.604
-- stage by stage --
stage               power, mW  cell area, um2
floorplan               0.640             458
global placement        0.776             848
detailed placement      0.779             848
CTS                      1.29             903
global route             1.32             868
finish                   1.27             868
-- synth_stat cells --
cell type / instances / area [um2]
inv_1: 1 / 3.75
buf_6: 1 / 11.3
dfrtp_1: 14 / 350
and2_1: 4 / 25.0
and2_2: 9 / 67.6
-- kinds of logic after synthesis --
logic type | Yosys count | synth area share
simple gates | 13 | 0.202
flops | 14 | 0.765
buf+inv | 2 | 0.0328
-- path summary, 6_finish.rpt --
kind                                       to  slack [ns]  cells past startpoint
worst max-delay path                packet[1]        0.03                      1
worst min-delay path       internal_packet[6]        0.27                      3
min in group clk0          internal_packet[9]        0.54                      2
max in group asynchronous        packet_valid        0.62                      3
-- layout make-up --
class                   instances  area, um2
fillers                       514       3850
flip-flops and latches         14        350
repair buffers                 31        283
multi-input cells              13       92.6
well taps                      67       83.8
clock buffers                   4       55.1
inverters                       1       3.75
-- cells in the final DEF, fill, tap and decap left out --
master,netlist,routed
clkdlybuf4s15_1,0,7
buf_4,0,1
clkbuf_2,0,7
inv_1,1,1
and2_1,4,4
buf_12,0,1
clkbuf_8,0,4
and2_2,9,9
dfrtp_1,14,14
clkdlybuf4s50_1,0,15
-- repair_timing --
action / in CTS / in global routing
endpoints found under the setup margin: 14 / 7
gates resized: 28 / 7
hold buffers: 0 / 0
hold endpoints to repair: 0 / 0
Power is estimated from default activity; no workload was simulated.
